File: ./design.v
module pattern_detector (
    input  wire       clk,          
    input  wire       rst,          
    input  wire       data_in,       
    input  wire       input_valid,   
    input  wire [3:0] pattern,       
    input  wire       load_pattern,  
    output wire       match          
);
parameter [1:0] IDLE  = 2'b00;  
parameter [1:0] SHIFT = 2'b01;  
parameter [1:0] MATCH = 2'b10;  
reg [1:0] current_state;    
reg [1:0] next_state;       
reg [3:0] target_pattern;   
reg [3:0] shifter;          
reg [2:0] bit_count;        
reg       match_reg;        
assign match = match_reg;   
assign match_reg = (current_state == MATCH);  
always @(posedge clk or negedge rst) begin
    if (!rst) begin
        current_state   <= IDLE;
        shifter         <= 4'b0;
        target_pattern  <= 4'b0;
        bit_count       <= 3'd0;
    end else begin
        current_state <= next_state;
        if (load_pattern)
            target_pattern <= pattern;
        if (input_valid && (current_state == SHIFT || current_state == MATCH)) begin
            shifter <= {data_in, shifter[3:1]};
            if (bit_count < 4)
                bit_count <= bit_count + 1;
        end else begin
            bit_count <= 3'd0;  
        end
    end
end
always @(*) begin
    next_state = current_state;  
    case (current_state)
        IDLE: begin
            next_state = load_pattern ? SHIFT : IDLE;  
        end
        SHIFT: begin
            if (input_valid) begin
                if ((bit_count >= 4) &&
                    (shifter[3:1] == target_pattern[2:0]) &&
                    (data_in == target_pattern[3]))
                    next_state = MATCH;
                else
                    next_state = SHIFT;
            end
        end
        MATCH: begin
            next_state = SHIFT;  
        end
        default: next_state = IDLE;  
    endcase
end
endmodule
File: ./run.sh
#!/bin/bash
# OpenROAD 26Q1-2900-gdf79404cd8, Yosys 0.63+post, stock flow scripts
make -C /OpenROAD-flow-scripts/flow DESIGN_CONFIG=/design/flow/config.mk WORK_HOME=/design/flow/orfs finish
File: ./config.mk
export PLATFORM = sky130hd
export DESIGN_NAME = pattern_detector
export DESIGN_NICKNAME = pattern_detector
export VERILOG_FILES = /design/flow/design.v
export SDC_FILE = /design/flow/constraint.sdc
export NUM_CORES = 4
export LEC_CHECK = 1
export CORE_AREA = 10 10 83 83
export DIE_AREA = 0 0 93 93
File: ./constraint.sdc
current_design pattern_detector

set clk_period 2.8
set clk_io_pct 0.2

create_clock -name clk0 -period $clk_period [get_ports {clk}]

set non_clock_inputs [all_inputs -no_clocks]
set_input_delay [expr $clk_period * $clk_io_pct] -clock clk0 $non_clock_inputs
set_output_delay [expr $clk_period * $clk_io_pct] -clock clk0 [all_outputs]
==> impl_metrics.env <==
# source this file to load flow results
export IMPL_gp_congestion=0.703
export IMPL_fp_util_pct=11.1
export IMPL_netlist_instances=43
export IMPL_cts_tree="yes"
export IMPL_wl_per_cell_microns=8.31
export IMPL_grt_start_max_net_pins=14
export IMPL_yosys_area_share_aoi_pct=5.26
export IMPL_power_leakage_nw=0.308
export IMPL_die_width_microns=93
export IMPL_ir_drop_uv=164
export IMPL_cp_required_ns=2.24
export IMPL_ys_sh_xor_pct=7.68
export IMPL_yosysWarnings=2
export IMPL_crit_buf_inv=1
export IMPL_num_rows=26
export IMPL_core_sq_um=5140
export IMPL_drv_cap=0
export IMPL_vias_per_cell=2.76
export IMPL_place_ws_ns=1.10
export IMPL_grt_pass1_vias=412
export IMPL_ys_seq_share_pct=57.2
export IMPL_ant_nets=0
export IMPL_final_cell_mix="12 x dfrtp_1, 9 x clkdlybuf4s50_1, 7 x mux2_2"
export IMPL_wl_microns=1050
export IMPL_fin_ws_ns=1.07
export IMPL_die_area_sq_um=8650
export IMPL_ys_sh_mux_pct=15.6
export IMPL_antenna_diode_count=0
export IMPL_skew_ns=0.000956
export IMPL_max_stage_delay_ns=0.52
export IMPL_slew_violations=0
export IMPL_cp_arrival_ns=1.17
export IMPL_dr_total_vias=348
export IMPL_netlist_area_sq_um=571
export IMPL_synthAdderAreaFrac_pct=4.39
export IMPL_first_pass_iters=3
export IMPL_timing_hold_ws_ns=0.483
export IMPL_power_density_nw_per_um2=714
export IMPL_antenna_found_initial=0
export IMPL_clock_latency_ns=0.23
export IMPL_overflow=0
export IMPL_synth_area_per_cell_sq_um=13.3
export IMPL_setup_viol=0
export IMPL_crit_type="reg -> out"
export IMPL_numPlacedInstances=122
export IMPL_critPathMaxFanout=3
export IMPL_worst_slew_pin_slew_ns=0.570
export IMPL_io_buffers=9
export IMPL_p_total_uw=567
export IMPL_hold_path_class="reg -> reg"
export IMPL_start_kind="flip-flop"
export IMPL_drive_above_1_share_pct=21.4
export IMPL_synth_simple_area_share_pct=7.89
export IMPL_cp_top_family="buffers and inverters"
export IMPL_grt_setup_unrepaired="no"
export IMPL_tns_ns=0
export IMPL_critPathCaptureType="output pin"
export IMPL_drc=0
export IMPL_ys_cells=43
export IMPL_grt_pass1_wl_microns=1840
export IMPL_postPlaceCellArea_sq_um=748
export IMPL_cts_resized=0
export IMPL_clock_path_buffers=2
export IMPL_syn2layout_area_growth_pct=39.0
export IMPL_cts_hold_buffers=0
export IMPL_synth_cell_types=16
export IMPL_drt_iter0_markers=4
export IMPL_fillers=600
export IMPL_outcome="finished clean"
export IMPL_io_pins=10
export IMPL_hold_viol_final=0
export IMPL_final_util_pct=15.4
export IMPL_logic_family="multiplexers"
export IMPL_htree_levels=1
export IMPL_path_cells="clkdlybuf4s50_1"
export IMPL_fin_cells=126
export IMPL_hpwl_microns=850
export IMPL_fp_dieH_microns=93
export IMPL_layout_min_cycle_time_ns=1.73
export IMPL_final_common_cell="dfrtp_1"
export IMPL_ys_flops=13
export IMPL_clk_pin_slew_ns=0.05
export IMPL_cts_root_buf="clkbuf_8"
export IMPL_slew_headroom_pct=61.9
export IMPL_cts_setup_buffers=0
export IMPL_max_clock_freq_mhz=577
export IMPL_numCtsBuffers=3
export IMPL_track_usage_pct=2.57
export IMPL_warnings=27
export IMPL_fin_crit_sh_pct=61.9
export IMPL_clkSinkCount=13
export IMPL_fin_area_sq_um=793
export IMPL_critPathSlowestCell="clkdlybuf4s50_1"
export IMPL_ys_area_sq_um=571
state kept, by name, summed over array words and instances (netlist names):
register / count
target_pattern: 4
bit_count: 3
current_state: 3
shifter: 3
kinds of logic (layout without fill, tap and decap cells):
| family | after synthesis | in the layout |
|---|---|---|
| AND/OR/NAND/NOR | 9 | 9 |
| flip-flops | 13 | 13 |
| XOR/XNOR | 5 | 5 |
| adder cells (fa/ha/maj) | 2 | 2 |
| buffers and inverters | 3 | 16 |
| AND-OR/OR-AND | 3 | 3 |
| multiplexers | 8 | 8 |
path summary, 6_finish.rpt:
| path | slack, ns | cells after the start | to | startpoint |
|---|---|---|---|---|
| worst max-delay path | 1.07 | 1 | match | current_state[1] |
| worst min-delay path | 0.48 | 1 | current_state[0] | current_state[0] |
| worst max register to register | 1.67 | 2 | shifter[1] | current_state[2] |
| worst min register to register | 0.48 | 1 | current_state[0] | current_state[0] |
| max in group asynchronous | 1.73 | 1 | current_state[0] | rst |
| min in group asynchronous | 0.69 | 1 | bit_count[2] | rst |
power breakdown:
group / switching, mW / internal [mW] / leakage [nW]
Combinational: 0.0526 / 0.0797 / 0.131
Sequential: 0.0412 / 0.235 / 0.155
Clock: 0.0582 / 0.0999 / 0.0228
cell type report:
class / instances / area (sq um) / share of cell area, %
Inverter: 3 / 11.3 / 1.42
Timing Repair Buffer: 9 / 90.1 / 11.4
Tap cell: 70 / 87.6 / 11.0
Clock buffer: 4 / 45.0 / 5.68
Multi-Input combinational cell: 27 / 233 / 29.3
Sequential cell: 13 / 327 / 41.2
worst register-to-register path, stage by stage, from the launching register on:
cell and delay [ns]:
dfrtp_1 0.42, o21ai_4 0.24, mux2_2 0.36
synth_stat cells (all sizes together):
master | count | area (sq um)
a21oi | 1 | 5.00
a2bb2oi | 1 | 8.76
dfrtp | 12 | 300
dfstp | 1 | 26.3
ha | 2 | 25.0
inv | 3 | 11.3
mux2 | 7 | 78.8
mux2i | 1 | 10.0
nand3 | 2 | 10.0
nand4b | 1 | 8.76
nor2 | 4 | 15.0
nor2b | 1 | 6.26
nor3 | 1 | 5.00
o21ai | 1 | 16.3
xnor2 | 3 | 26.3
xor2 | 2 | 17.5
routing by layer:
metal	vias up	track usage [%]	routed length, microns
met3	2	1.29	78
met1	169	3.62	541
met2	8	3.27	411
li1	169	-	-
met4	0	0.900	15
met5	-	0	0
Power and IR drop assume default switching activity.
